--- design/flow/run.sh ---
#!/bin/bash
# OpenROAD 26Q1-2900-gdf79404cd8, Yosys 0.63+post, stock flow scripts
make -C /OpenROAD-flow-scripts/flow DESIGN_CONFIG=/design/flow/config.mk WORK_HOME=/design/flow/orfs finish
--- design/flow/config.mk ---
export PLATFORM = sky130hd
export DESIGN_NAME = top
export DESIGN_NICKNAME = top
export VERILOG_FILES = /design/flow/design.v
export SDC_FILE = /design/flow/constraint.sdc
export NUM_CORES = 4
export LEC_CHECK = 1
export CORE_UTILIZATION = 50
--- design/flow/constraint.sdc ---
current_design top

set clk_period 3.3
set clk_io_pct 0.2

create_clock -name clk0 -period $clk_period [get_ports {SYSCLK}]

set non_clock_inputs [all_inputs -no_clocks]
set_input_delay [expr $clk_period * $clk_io_pct] -clock clk0 $non_clock_inputs
set_output_delay [expr $clk_period * $clk_io_pct] -clock clk0 [all_outputs]
--- design/flow/design.v ---
module binary_to_bcd 
(
    clk_i,
    ce_i,
    rst_i,
    start_i,
    dat_binary_i,
    dat_bcd_o,
    done_o
);
    parameter BITS_IN_PP         = 16;  
    parameter BCD_DIGITS_OUT_PP  = 5;   
    parameter BIT_COUNT_WIDTH_PP = 4;   
    input  clk_i;                       
    input  ce_i;                        
    input  rst_i;                       
    input  start_i;                     
    input  [BITS_IN_PP-1:0] dat_binary_i;         
    output [4*BCD_DIGITS_OUT_PP-1:0] dat_bcd_o;   
    output done_o;                      
    reg [4*BCD_DIGITS_OUT_PP-1:0] dat_bcd_o;
    reg  [BITS_IN_PP-1:0] bin_reg;
    reg  [4*BCD_DIGITS_OUT_PP-1:0] bcd_reg;
    wire [BITS_IN_PP-1:0] bin_next;
    reg  [4*BCD_DIGITS_OUT_PP-1:0] bcd_next;
    reg  busy_bit;
    reg  [BIT_COUNT_WIDTH_PP-1:0] bit_count;
    wire bit_count_done;
    function [4*BCD_DIGITS_OUT_PP-1:0] bcd_asl;
      input [4*BCD_DIGITS_OUT_PP-1:0] din;
      input newbit;
      integer k;
      reg cin;
      reg [3:0] digit;
      reg [3:0] digit_less;
      begin
        cin = newbit;
        for (k=0; k<BCD_DIGITS_OUT_PP; k=k+1)
        begin
          digit[3] = din[4*k+3];
          digit[2] = din[4*k+2];
          digit[1] = din[4*k+1];
          digit[0] = din[4*k];
          digit_less = digit - 5;
          if (digit > 4'b0100)
          begin
            bcd_asl[4*k+3] = digit_less[2];
            bcd_asl[4*k+2] = digit_less[1];
            bcd_asl[4*k+1] = digit_less[0];
            bcd_asl[4*k+0] = cin;
            cin = 1'b1;
          end
          else
          begin
            bcd_asl[4*k+3] = digit[2];
            bcd_asl[4*k+2] = digit[1];
            bcd_asl[4*k+1] = digit[0];
            bcd_asl[4*k+0] = cin;
            cin = 1'b0;
          end
        end  
      end
    endfunction
    assign bin_next = {bin_reg,1'b0};
    always @(bcd_reg or bin_reg)
    begin
      bcd_next <= bcd_asl(bcd_reg,bin_reg[BITS_IN_PP-1]);
    end
    always @(posedge clk_i)
    begin
      if (rst_i)
      begin
        busy_bit <= 0;   
        dat_bcd_o <= 0;
      end
      else if (start_i && ~busy_bit)
      begin
        busy_bit <= 1;
        bin_reg <= dat_binary_i;
        bcd_reg <= 0;
      end
      else if (busy_bit && ce_i && bit_count_done && ~start_i)
      begin
        busy_bit <= 0;
        dat_bcd_o <= bcd_next;
      end
      else if (busy_bit && ce_i && ~bit_count_done)
      begin
        bcd_reg <= bcd_next;
        bin_reg <= bin_next;
      end
    end
    assign done_o = ~busy_bit;
    always @(posedge clk_i)
    begin
      if (~busy_bit) bit_count <= 0;
      else if (ce_i && ~bit_count_done) bit_count <= bit_count + 1;
    end
    assign bit_count_done = (bit_count == (BITS_IN_PP-1));
endmodule
module debouncer
(
    input clk,
    input signal_in,
    output reg deb_pulse_out
);
    reg sig_q     = 1'b0;
    reg sig_qq    = 1'b0;
    reg [19:0] clk_cnt = 'b0;
    reg        busy    = 1'b0;
    always @(posedge clk)
    begin
        {sig_qq, sig_q} <= {sig_q, signal_in};
    end
    always @(posedge clk)
    begin
        deb_pulse_out <= 1'b0;
        if (!busy)
        begin
            if (!sig_qq & sig_q)   
            begin
                deb_pulse_out <= 1'b1;   
                busy <= 1'b1;   
            end
        end
        else 
        begin
            if (&clk_cnt)
            begin
                busy <= 1'b0;
            end
            clk_cnt <= clk_cnt + 1;
        end
    end
endmodule
`timescale 1ns / 1ps
module seven_seg_disp
(
    input        clk,
    input [15:0] x,
    output reg [6:0] seg,
    output reg [3:0] an
);
    wire [2:0]  s;   
    reg  [3:0]  digit;
    wire [3:0]  aen;
    reg  [13:0] clkdiv;
    assign s = clkdiv[13:11];
    assign aen = 4'b1111;  
    always @(posedge clk)
    begin   
        case (s)
            0: digit = x[3:0];    
            1: digit = x[7:4];    
            2: digit = x[11:8];   
            3: digit = x[15:12];  
            default: digit = x[3:0];
        endcase
    end    
    always @(*)
    begin
        case (digit)
            0:   seg = 7'b1000000;
            1:   seg = 7'b1111001;
            2:   seg = 7'b0100100;
            3:   seg = 7'b0110000;
            4:   seg = 7'b0011001;
            5:   seg = 7'b0010010;
            6:   seg = 7'b0000010;
            7:   seg = 7'b1111000;
            8:   seg = 7'b0000000;
            9:   seg = 7'b0010000;
            default: seg = 7'b0000000;
        endcase
    end
    always @(*)
    begin
        an = 4'b1111;
        if (aen[s] == 1)
        begin
            an[s] = 0;
        end
    end
    always @(posedge clk) 
    begin
        clkdiv <= clkdiv + 1;
    end
endmodule
module timer_engine (
    input clk,
    input rst_n,
    input lever,
    input button,
    output reg [7:0] min_bcd,
    output reg [7:0] sec_bcd,
    output reg       blink_7sd
);
    localparam MAX_CLKS = 3278000;
    localparam  IDLE_st           = 8'b00000001;
    localparam  TIMER_START_st    = 8'b00000010;
    localparam  SET_MINUTES_st    = 8'b00000100;
    localparam  BLINK_7SD_st      = 8'b00001000;
    reg  [22:0] clk_cnt = 'b0;
    reg  [7:0]  minutes = 'd25;
    reg  [7:0]  seconds = 'd0;
    reg         update_bcd = 1'b1;
    reg  [7:0]  state = IDLE_st;
    always @(posedge clk) begin
        if (!rst_n)
        begin
            clk_cnt <= 'b0;
            minutes <= 'd25;
            seconds <= 'd0;
            update_bcd <= 1'b1;
            blink_7sd <= 1'b0;
            state <= IDLE_st;
        end
        else
        begin
            update_bcd <= 1'b0;
            blink_7sd <= 1'b0;
            case (state)
                IDLE_st: begin
                    if (lever) begin
                        state <= TIMER_START_st;
                    end else if (button) begin
                        state <= SET_MINUTES_st;
                    end
                end
                TIMER_START_st: begin
                    if (lever) begin
                        state <= IDLE_st;
                    end else begin
                        if (minutes == 0 && seconds == 0) begin
                            clk_cnt <= 'b0;
                            state <= BLINK_7SD_st;
                        end else if (clk_cnt >= MAX_CLKS) begin
                            if (seconds == 0) begin
                                minutes <= minutes - 1;
                                seconds <= 'd59;
                            end else begin
                                seconds <= seconds - 1;
                            end
                            clk_cnt <= 'b0;
                            update_bcd <= 1'b1;
                        end else begin
                            clk_cnt <= clk_cnt + 1;
                        end
                    end
                end
                SET_MINUTES_st: begin
                    if (lever) begin
                        if (minutes == 0) begin
                            minutes <= 'd59;
                        end else begin
                            minutes <= minutes - 1;
                        end
                        update_bcd <= 1'b1;
                    end else if (button) begin
                        state <= IDLE_st;
                    end
                    if (clk_cnt >= 500000) begin
                        clk_cnt <= 'b0;
                        blink_7sd <= ~blink_7sd;
                    end else begin
                        clk_cnt <= clk_cnt + 1;
                        blink_7sd <= blink_7sd;
                    end
                end
                BLINK_7SD_st: begin
                    if (clk_cnt >= 500000) begin
                        clk_cnt <= 'b0;
                        blink_7sd <= ~blink_7sd;
                    end else begin
                        clk_cnt <= clk_cnt + 1;
                        blink_7sd <= blink_7sd;
                    end
                end
                default: begin
                    state <= IDLE_st;
                end
            endcase
        end
    end
    wire [7:0] min_bcd_o;
    wire [7:0] sec_bcd_o;
    wire       min_bcd_done;
    wire       sec_bcd_done;
    binary_to_bcd #(
        .BITS_IN_PP        (8),
        .BCD_DIGITS_OUT_PP (2)
    ) min_binary_to_bcd (
        .clk_i        (clk),
        .ce_i         (1'b1),
        .rst_i        (~rst_n),
        .start_i      (update_bcd),
        .dat_binary_i (minutes),
        .dat_bcd_o    (min_bcd_o),
        .done_o       (min_bcd_done)
    );
    always @(posedge clk) begin
        if (min_bcd_done) begin
            min_bcd <= min_bcd_o;
        end
    end
    binary_to_bcd #(
        .BITS_IN_PP        (8),
        .BCD_DIGITS_OUT_PP (2)
    ) sec_binary_to_bcd (
        .clk_i        (clk),
        .ce_i         (1'b1),
        .rst_i        (~rst_n),
        .start_i      (update_bcd),
        .dat_binary_i (seconds),
        .dat_bcd_o    (sec_bcd_o),
        .done_o       (sec_bcd_done)
    );
    always @(posedge clk) begin
        if (sec_bcd_done) begin
            sec_bcd <= sec_bcd_o;
        end
    end
endmodule
`timescale 1ns / 1ps
module top (
    input SYSCLK,
    input RST_N,
    input LEVER,
    input BUTT1,
    output        GPIO,
    output [6:0]  SEG, 
    output [3:0]  AN
);
    wire clk;
    assign clk = SYSCLK;
    reg  rst_n    = 1'b0;
    reg  rst_n_q1 = 1'b0;
    always @(posedge clk or negedge RST_N) begin
        if (!RST_N) begin
            {rst_n, rst_n_q1} <= 2'b0;
        end else begin
            {rst_n, rst_n_q1} <= {rst_n_q1, 1'b1};
        end
    end
    wire lever_pulse;
    wire butt1_pulse;
    debouncer lever_debounce (
        .clk           (clk),
        .signal_in     (LEVER),
        .deb_pulse_out (lever_pulse)
    );
    debouncer butt1_debounce (
        .clk           (clk),
        .signal_in     (BUTT1),
        .deb_pulse_out (butt1_pulse)
    );
    wire [7:0] min_bcd;
    wire [7:0] sec_bcd;
    wire blink_7sd;
    timer_engine timer_engine (
        .clk        (clk),
        .rst_n      (rst_n),
        .lever      (lever_pulse),
        .button     (butt1_pulse),
        .min_bcd    (min_bcd),
        .sec_bcd    (sec_bcd),
        .blink_7sd  (blink_7sd)
    );
    wire [3:0] an_out;
    seven_seg_disp seven_seg_disp (
        .clk (clk),
        .x   ({min_bcd, sec_bcd}),
        .seg (SEG),
        .an  (an_out)
    );
    assign AN = blink_7sd ? 4'b1111 : {an_out[0], an_out[1], an_out[2], an_out[3]};
    assign GPIO = 1'b0; 
endmodule
==> notes.md <==
flow finished, numbers: Clock transition at path regs=0.06 ns, Crit Path Max Fanout=6, die width=132 um, Worst Hold Launch=butt1_debounce.sig_q, Largest regs=timer_engine.clk_cnt x23, butt1_debounce.clk_cnt x20, lever_debounce.clk_cnt x20, Net Sw Frac=24.3%, Setup crit start=seven_seg_disp.clkdiv[11], number of routed nets with antenna violations=0, H-tree depth=4, Combinational Power Share=10.8%, port bufs=14, CTS tree=built, Worst R2R Path Depth=7, row count=47, clk latency late pin=0.42 ns, yosys warns=5, net switching power=1.47 mW, placed cells=1029, share of layout cells above drive strength 1=7.02%, HP Class=reg2reg, Routed Wire Length=13400 um, Finished Layout Cells=1061, reg2reg end=timer_engine.minutes[7], clk buf depth=2, Max Used Layer=met4, vias in the first global route=5119, max FFs per register=23, setup ws final=0.507 ns, Biggest register=timer_engine.clk_cnt, worst r2r src=timer_engine.seconds[0], Setup WS pre-CTS=0.741 ns, part of the power in the clock network=35.7%, Synth Register Bits=190, DR WL/cell=12.7 um, slew margin rel.=44.7%, CTS sink count=190, Mapped Cells=802, Commonest flop=dfxtp_1, f_max=358 MHz, Die H=132 um, post_cts resized=0, Max-Cap Viols=0, Hold Violations, Final=0, met3 WL post-DR=502 um, commonest cells in the netlist=dfxtp_1, nand2_1, nor2_1, Seq pwr share=53.4%, gr ovfl total=0, Area leader share=31.4%, P_int=4.58 mW, Synth area leader=edfxtp_1, flop-to-flop setup slack=0.69 ns, DRT iter0 DRCs=266, minimum clock period=2.79 ns, peak supply drop=0.000425 V, startpoint types=flop, Unique cell types=65, Area Growth Syn to Fin=12.2%, OpenROAD warnings=38, initial antenna violation count=0, measured slew at the worst slew-check pin=0.822 ns, status=finished clean, vias after detailed routing=5549, crit share post-route=84.6%, PD cells=642 nW/um^2, Post-synth area hogs=edfxtp_1, dfxtp_1, xnor2_1, nand2_1, nor2_1, setup TNS=0 ns, Via density=5.23, synthesized cell area=8410 sq um, # diodes=0, Async S/R FF share, synth=1.05%, Setup violations, final=0, critical setup path kind=reg2out, WHS Path Cells=0, metal2 WL=6270 um, Met1 Wirelength=6590 um, Crit path arrival time=2.13 ns, count leader, synth=dfxtp_1, yosys-reported design area after synthesis=8410 sq um, number of top-level pins=16, core box area=16500 sq um, Filler cells=1336, Worst Hold End=butt1_debounce.sig_qq, first-pass GRT wire length=23300 um, Worst Setup End Kind=primary output, ys cells=802, Mean Syn Cell Area=10.5 sq um, GPL Wtd Cong=0.811, DRC=0, Post-synth EDFFs=88, dpl hpwl=9060 um, full die area=17300 sq um, final hold slack=0.347 ns, largest net degree at the start of global routing=29, Slew Viols, Final=0, TritonCTS Buffers=17, root buf cell=clkbuf_16, Worst Path Required=2.64 ns, Clock Skews=0.0114 ns, RSZ-0062 raised after global routing=false, GRT Total Usage=17.2%, Pleak=3.54 nW, Post-CTS Setup Bufs=0, iteration tally of the first detailed-router pass=5, Core Util at FP=50.9%, register share after synthesis=55.8%, CTS Hold Buffers Added=0
## layer usage
metal,GRT usage (%),up-vias
met3,4.37,5
met5,0,-
met2,26.1,81
li1,-,2862
met4,1.94,0
met1,27.8,2601
## through the flow
stage | cell area [sq um] | utilization, % | total power [mW]
2_1_floorplan | 8410 | - | 3.75
4_1_cts | 9440 | 57.1 | 6.12
3_3_place_gp | 8810 | 53.3 | 3.90
5_1_grt | 9440 | 57.1 | 6.36
6_report | 9440 | 57.1 | 6.06
3_5_place_dp | 8810 | 53.3 | 3.94
## cell families after synthesis
| kind of cell | after synthesis | share of synthesized area (%) |
|---|---|---|
| adder cells (fa/ha/maj) | 26 | 3.87 |
| AND-OR/OR-AND | 88 | 7.15 |
| AND/OR/NAND/NOR | 337 | 19.2 |
| buffers and inverters | 57 | 2.96 |
| multiplexers | 19 | 2.28 |
| other | 2 | 0.0893 |
| XOR/XNOR | 83 | 8.64 |
| flip-flops | 190 | 55.8 |
## cell type report
| cell class | count | area, sq um | area share (%) |
|---|---|---|---|
| inverters | 38 | 143 | 1.51 |
| multi-input cells | 555 | 3470 | 36.8 |
| well taps | 220 | 275 | 2.92 |
| repair buffers | 26 | 230 | 2.44 |
| clock inverters | 14 | 198 | 2.09 |
| flip-flops and latches | 190 | 4690 | 49.7 |
| clock buffers | 18 | 429 | 4.55 |
## worst max-delay path, stage by stage (launching register included)
cell             delay (ns)
dfxtp_1                0.46
inv_1                  0.11
ha_1                   0.23
or2_2                  0.29
a21oi_1                0.16
nand2_1                0.07
clkdlybuf4s50_1        0.41
## worst max path at each step
stage | to | cells after the start | slack [ns]
4_1_cts | AN[1] | 6 | 0.48
5_1_grt | AN[2] | 6 | 0.36
6_report | AN[2] | 6 | 0.51
## layout by cell type, fill, tap and decap left out, types with 9 or more instances in the layout
cell type / instances
a211oi_1: 9
a21oi_1: 26
and2_1: 10
and3_1: 16
buf_4: 12
clkbuf_16: 17
clkdlybuf4s50_1: 14
dfxtp_1: 100
edfxtp_1: 88
ha_1: 26
inv_1: 37
mux2i_1: 18
nand2_1: 96
nand3_1: 38
nand4_1: 10
nor2_1: 96
nor2b_1: 9
nor3_1: 17
o21ai_0: 16
xnor2_1: 54
xor2_1: 29
## power groups by stage
stage | Clock [mW] | Combinational [mW] | Sequential [mW]
finish | 2.16 | 0.657 | 3.24
global route | 2.31 | 0.755 | 3.30
CTS | 2.22 | 0.667 | 3.24
Power figures rest on the tool's default switching activity, not on a simulated workload.
