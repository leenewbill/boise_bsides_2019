**flow/run.sh**
```bash
#!/bin/bash
# OpenROAD 26Q1-2900-gdf79404cd8, Yosys 0.63+post, stock flow scripts
make -C /OpenROAD-flow-scripts/flow DESIGN_CONFIG=/design/flow/config.mk WORK_HOME=/design/flow/orfs finish
```
**flow/config.mk**
```make
export PLATFORM = sky130hd
export DESIGN_NAME = sm_engine
export DESIGN_NICKNAME = sm_engine
export VERILOG_FILES = /design/flow/design.v
export SDC_FILE = /design/flow/constraint.sdc
export NUM_CORES = 4
export LEC_CHECK = 1
export CORE_UTILIZATION = 50
```
**flow/constraint.sdc**
```tcl
current_design sm_engine

set clk_period 3.5
set clk_io_pct 0.2

create_clock -name clk0 -period $clk_period [get_ports {clk}]

set non_clock_inputs [all_inputs -no_clocks]
set_input_delay [expr $clk_period * $clk_io_pct] -clock clk0 $non_clock_inputs
set_output_delay [expr $clk_period * $clk_io_pct] -clock clk0 [all_outputs]
```
**flow/design.v**
```verilog
module reel
(
    input [5:0] v_reel,
    output reg [3:0] symbol
);
localparam MAX_CLKS = 300000;   
localparam BLANK     = 4'd0;
localparam LIME      = 4'd1;
localparam ORANGE    = 4'd2;
localparam GRAPE     = 4'd3;
localparam BANANA    = 4'd4;
localparam BLUEBERRY = 4'd5;
localparam CHERRY    = 4'd6;
    always @(*)
    begin
        if (v_reel >= 3 && v_reel < 10)   
        begin
            symbol = LIME;
        end
        else if (v_reel >= 13 && v_reel < 18)   
        begin
            symbol = BANANA;
        end
        else if (v_reel >= 21 && v_reel < 26)   
        begin
            symbol = ORANGE;
        end
        else if (v_reel >= 29 && v_reel < 36)   
        begin
            symbol = GRAPE;
        end
        else if (v_reel >= 39 && v_reel < 45)   
        begin
            symbol = LIME;
        end
        else if (v_reel >= 48 && v_reel < 51)   
        begin
            symbol = BLUEBERRY;
        end
        else if (v_reel >= 54 && v_reel < 59)   
        begin
            symbol = ORANGE;
        end
        else if (v_reel == 63)   
        begin
            symbol = CHERRY;
        end
        else
        begin
            symbol = BLANK;
        end
    end
endmodule
module sm_engine
(
    input clk,
    input rst_n,
    input lever,
    output reg        win,
    output reg        win_blink,
    output     [11:0] symbols
);
localparam MAX_CLKS = 300000;   
localparam BLANK     = 4'd0;
localparam LIME      = 4'd1;
localparam ORANGE    = 4'd2;
localparam GRAPE     = 4'd3;
localparam BANANA    = 4'd4;
localparam BLUEBERRY = 4'd5;
localparam CHERRY    = 4'd6;
    localparam  IDLE_st           = 8'b00000001;
    localparam  GET_SYMBOLS_st    = 8'b00000010;
    localparam  CALC_PAYOUT_st    = 8'b00000100;
    localparam  ANIMATION_st      = 8'b00001000;
    reg  [18:0] clk_cnt     = 'b0;
    reg         clk_cnt_rst = 1'b1;
    reg  [17:0] v_reel_rng = 'b0;
    reg  [5:0]  v_reel [2:0];
    wire [3:0]  p_reel [2:0];
    wire [3:0]  symbol [2:0];
    reg  [15:0] balance = 'd1000;
    reg         update_bcd = 1'b1;
    wire [15:0] dat_bcd_o;
    wire        bcd_done;
    reg  [7:0]  state = IDLE_st;
    always @(posedge clk)
    begin
        if (clk_cnt_rst)
        begin
            clk_cnt <= 'b0;
        end
        else
        begin
            clk_cnt <= clk_cnt + 1;
        end
    end
    always @(posedge clk)
    begin
        v_reel_rng <= v_reel_rng + 1;
    end
    always @(posedge clk)
    begin
        if (!rst_n)
        begin
            {v_reel[2], v_reel[1], v_reel[0]} <= 'b0;
            clk_cnt_rst <= 1'b1;
            win         <= 1'b0;
            win_blink   <= 1'b0;
            state <= IDLE_st;
        end
        else
        begin
            clk_cnt_rst <= 1'b1;
            case (state)
                IDLE_st:
                begin
                    if (lever)
                    begin
                        win_blink <= 1'b0;
                        {v_reel[2], v_reel[1], v_reel[0]} <= v_reel_rng;
                        state <= GET_SYMBOLS_st;
                    end
                    else if (win)
                    begin
                        clk_cnt_rst <= 1'b0;
                        if (&clk_cnt)
                        begin
                            win_blink <= ~win_blink;
                        end
                    end
                end
                GET_SYMBOLS_st:   
                begin
                    state <= CALC_PAYOUT_st;
                end
                CALC_PAYOUT_st:
                begin
                    win <= ((symbol[0] == symbol[1]) && (symbol[0] == symbol[2]) && (symbol[0] != BLANK));
                    state <= ANIMATION_st;
                end
                ANIMATION_st:
                begin
                    clk_cnt_rst <= 1'b0;
                    if (&clk_cnt)
                    begin
                        state <= IDLE_st;
                    end
                end
                default:
                begin
                    state <= IDLE_st;
                end
            endcase
        end
    end
    reel reel0
    (
        .v_reel (v_reel[0]),
        .symbol (symbol[0])
    );
    reel reel1
    (
        .v_reel (v_reel[1]),
        .symbol (symbol[1])
    );
    reel reel2
    (
        .v_reel (v_reel[2]),
        .symbol (symbol[2])
    );
    assign symbols = {symbol[2], symbol[1], symbol[0]};
endmodule
```
==> qor.yml <==
route:
  drt.antenna.violating_nets: 0
  drt_iter0_markers: 100
  num_antenna_cells: 0
  num_vias: 2647
  drtPass1Iterations: 4
  drc: 0
  routed_wirelength_um: 6360
  via_per_inst: 5.62
  wire_per_inst_um: 13.5
sta:
  skew_ps: 7.19
  worst_pin_slew_ps: 777
  maxSlewViolCount: 0
  setup_viol: 0
  finalWorstSetupSlack_ps: 606
  finalCriticalPeriod_ps: 2890
  fin_tns_setup_ps: 0
  slew_headroom_pct: 48.2
  clock.fmax_mhz: 346
  rsz0062_at_grt: "no"
  final-hold-violation-count: 0
  finalClockPeriodUsage_pct: 82.7
  holdWs_ps: 439
floorplan:
  rows: 28
  ios: 17
  core_area_um2: 6060
  die.size.y_um: 82.0
  fp_util_pct: 52.8
  chipArea_um2: 6730
  dieWidth_um: 82.0
clock_network:
  postCtsHoldBufs: 0
  tritoncts: "done"
  cts_resized: 0
  clk_path_buf_depth: 2
  cts_setup_buffers: 0
  cts_root_buf: "clkbuf_8"
  numClockSinks: 62
  cts_made_buffers: 9
  path_clk_slew_ps: 70
  insertion_delay_ps: 340
  htreeDepth: 3
finish:
  final-instance-count-excl-fill: 471
  drive_above_1_share_pct: 6.31
  fin_area_um2: 3520
  layout_top_cells: "62 x dfxtp_1, 59 x nand2_1, 36 x nor2_1, 25 x nand3_1, 20 x xnor2_1"
  syn_to_final_growth_pct: 9.96
  fill_cells: 540
  layout_top_cell: "dfxtp_1"
  final_util_pct: 58.1
worst_setup_path:
  endpoint_kind: "output port"
  rrSetupSlack_ps: 1500
  slowest_delay_ps: 530
  worstSetupPathType: "reg2out"
  critPathTopFamily: "buffers and inverters"
  cp_data_arrival_time_ps: 2190
  start_kind: "flip-flop"
  worstRegToRegCells: 6
  path_buffers: 1
  path_cells: "or3b_2 -> o311a_1 -> o21ai_0 -> clkdlybuf4s50_1"
  cp_data_required_time_ps: 2800
  slowest_stage: "clkdlybuf4s50_1"
  cp_max_fo: 8
  r2r_start: "v_reel[0][4]$_SDFFE_PN0P_"
  r2r_end: "win$_SDFFE_PN0N_"
global_route:
  met2_usage_pct: 30.8
  grtUsageMet3_pct: 4.06
  antenna_found_initial: 0
  grt_max_degree: 20
  grt_pass1_vias: 2226
  grt_pass1_wl_um: 10400
  grt_most_used_layer: "met1"
  grt.overflow.total: 0
  grt.total_usage_pct: 20.6
  grtUsageMet1_pct: 32.5
placement:
  place_ws_ps: 981
  placedInstanceArea_um2: 3290
  hpwl_um: 4360
  io_buffers: 13
  globalplace.congestion: 0.838
  placed_cells: 455
job:
  cap_violations: 0
  warnings: 26
synthesis:
  edf_count: 0
  syn-cell-area_um2: 3200
  mux_area_share_pct: 0
  topCellsByArea: "dfxtp_1 39%, nand2_1 6.9%, xnor2_1 5.5%, a21boi_0 4.2%, nor2_1 4.2%"
  ys_chip_area_um2: 3200
  synthFlopType: "dfxtp_1"
  adder_share_pct: 0.781
  synth_warnings: 4
  syn_inst: 395
  largest_area_cell: "dfxtp_1"
  async_flop_share_pct: 0
  ys_seq_share_pct: 38.7
  synth_area_per_cell_um2: 8.11
  synthDistinctLibCells: 53
  synthAoiAreaFrac_pct: 15.0
  yosys.area_share.simple_pct: 30.5
  logic_family: "simple AND/OR/NAND/NOR gates"
  synth_top_area_share_pct: 38.8
  ys_cells: 395
  ys.flops: 62
  ys_sh_xor_pct: 9.02
worst_hold_path:
  min_delay_path_depth: 1
  hold_path.class: "reg2reg"
  holdPathEnd: "v_reel_rng[0]$_DFF_P_"
  min_from: "v_reel_rng[0]$_DFF_P_"
power:
  p_leak_nw: 1.13
  peakVddDrop_uv: 304
  total_power_mw: 1.46
  power_per_cell_area_nw_per_um2: 415
run_status:
  status: "finished clean"
==> area by class of cell <==
class,instances,area (um^2),share of cell area (%)
Clock buffer,9,124,3.52
Multi-Input combinational cell,294,1780,50.6
Clock inverter,7,105,2.98
Tap cell,75,93.8,2.66
Timing Repair Buffer,14,138,3.91
Inverter,10,37.5,1.07
Sequential cell,62,1240,35.2
==> power by group <==
group	internal (mW)	switching (mW)	leakage, nW
sequential	0.707	0.00366	0.500
combinational	0.0121	0.0242	0.521
clock	0.411	0.305	0.112
total	1.13	0.333	1.13
==> cells in the mapped netlist, types with 6 or more instances <==
library cell,n
a21boi_0,18
a21oi_1,9
and3_1,9
buf_2,13
clkbuf_1,12
dfxtp_1,62
inv_1,10
nand2_1,59
nand2b_1,6
nand3_1,25
nand4_1,9
nor2_1,36
nor2b_1,6
nor4b_1,6
o21ai_0,10
or3_1,6
xnor2_1,20
xor2_1,13
==> sequential cells by signal (all words and copies together) (netlist names) <==
register,cells
win,1
v_reel,18
clk_cnt,19
state,4
clk_cnt_rst,1
v_reel_rng,18
win_blink,1
==> layer usage <==
| layer | vias up | part of all wire [%] |
|---|---|---|
| met5 | - | 0 |
| met4 | 0 | 1.2 |
| met2 | 44 | 42 |
| met1 | 1223 | 53 |
| li1 | 1373 | - |
| met3 | 7 | 3.9 |
==> worst max path at each step <==
stage | start | end | slack [ps] | cells after the start
finish | v_reel[2][0]$_SDFFE_PN0P_ | symbols[10] | 610 | 4
global route | v_reel[2][0]$_SDFFE_PN0P_ | symbols[10] | 480 | 4
CTS | v_reel[2][0]$_SDFFE_PN0P_ | symbols[10] | 610 | 4
==> kinds of logic after synthesis <==
family	Yosys count
compound gates	68
buf+inv	41
simple gates	188
flops	62
xor+xnor	33
fa+ha+maj	2
other cells	1
Power and IR drop assume default switching activity.
